**design/flow/constraint.sdc**
```tcl
current_design asyn_fifo_top

set clk_period 4.0
set clk_io_pct 0.2

create_clock -name clk0 -period $clk_period [get_ports {r_clk}]
create_clock -name clk1 -period $clk_period [get_ports {w_clk}]

set non_clock_inputs [all_inputs -no_clocks]
set_input_delay [expr $clk_period * $clk_io_pct] -clock clk0 $non_clock_inputs
set_output_delay [expr $clk_period * $clk_io_pct] -clock clk0 [all_outputs]
```
**design/flow/config.mk**
```make
export PLATFORM = sky130hd
export DESIGN_NAME = asyn_fifo_top
export DESIGN_NICKNAME = asyn_fifo_top
export VERILOG_FILES = /design/flow/design.v
export SDC_FILE = /design/flow/constraint.sdc
export NUM_CORES = 4
export LEC_CHECK = 1
export CORE_UTILIZATION = 30
```
**design/flow/design.v**
```verilog
`timescale 1ns / 1ps
module asyn_fifo_top#(
parameter addr_size=3,
 word_width=8
)(
    input r_clk,
    input w_clk,
       input rd,
       input wr,
    input reset_n,
    input [word_width-1:0] data_in,
    output [word_width-1:0] data_out,
    output full,
    output empty
    );
        wire [addr_size-1:0] addr_r,addr_w ;
        wire we_enable , rd_enable ;
        wire [addr_size:0] ptr_r;
        wire [addr_size:0] ptr_w;
    fifo_control_unit#(.addr_size(addr_size)) fifo_ctrl
    (.reset_n(reset_n),.w_clk(w_clk), .r_clk(r_clk),.rd(rd),.wr(wr),.addr_r(addr_r), .addr_w(addr_w),
   .full(full),.empty(empty), .we_enable(we_enable),.rd_enable(rd_enable) );
    reg_memory_file#(addr_size,word_width) fifo_memory (.we_s(we_enable), .clk(w_clk),.addr_r(addr_r),
          .addr_w(addr_w),.data_w(data_in),.data_r(data_out) );
endmodule
`timescale 1ns / 1ps
module dual_gray_counter#(
parameter addr_size=4
)(
    input clk,
    output [addr_size:0] gray_count_st, 
    output [addr_size-1:0] gray_count_nd,
    input reset_n,
    input en
    );
    reg [addr_size:0] Q_reg,Q_next ;
    wire _2nd_msb ;
     always @(posedge clk, negedge reset_n)
       begin
           if (~reset_n)
               Q_reg <= 'b0;
           else if(en)
               Q_reg <= Q_next;
               else Q_reg <= Q_reg ;
       end
       always @(Q_reg)
       begin
           Q_next <= Q_reg + 1;
       end
    assign gray_count_st = Q_reg ^ (Q_reg >> 1);
    assign _2nd_msb = gray_count_st[addr_size] ^gray_count_st[addr_size-1];
    assign gray_count_nd ={_2nd_msb,gray_count_st[addr_size-2:0]};
endmodule
`timescale 1ns / 1ps
module fifo_control_unit#(
parameter addr_size=4
)
(
input reset_n,
input w_clk, 
input r_clk, 
input rd,
input wr,
output [addr_size-1:0] addr_r,  
output [addr_size-1:0] addr_w,
output full,
output empty,
output we_enable,
output rd_enable
    );
     wire [addr_size:0] ptr_r;
     wire [addr_size:0] ptr_w;
      reg [addr_size:0] ptr_r_syn,ptr_r_syn_1;
      reg [addr_size:0] ptr_w_syn,ptr_w_syn_1;
    assign we_enable =wr&(!full);
    assign  rd_enable=rd&(!empty) ;
    dual_gray_counter#(.addr_size(addr_size)) read_ptr(
         .clk(r_clk),
        .gray_count_st(ptr_r), 
        .gray_count_nd(addr_r),
         .reset_n(reset_n),
         .en(rd_enable)
        );
    dual_gray_counter#(.addr_size(addr_size)) write_ptr(
                .clk(w_clk),
              .gray_count_st(ptr_w), 
                .gray_count_nd(addr_w),
                .reset_n(reset_n),
                .en(we_enable)
               );
               always@(posedge r_clk, negedge reset_n)
               begin
               if(~reset_n) 
               begin
               {ptr_w_syn,ptr_w_syn_1} <= 0; 
               end
               else begin    
                 ptr_w_syn_1 <= ptr_w;
                ptr_w_syn <=  ptr_w_syn_1;
               end 
               end
               always@(posedge w_clk, negedge reset_n)
                              begin
                              if(~reset_n) 
                              begin
                              {ptr_r_syn,ptr_r_syn_1} <= 0; 
                              end
                              else begin    
                                ptr_r_syn_1 <= ptr_r;
                               ptr_r_syn <=  ptr_r_syn_1;
                              end 
                              end
            assign full = ( (ptr_w[addr_size] != ptr_r_syn[addr_size]) &&
             (ptr_w[addr_size-1] != ptr_r_syn[addr_size-1]) &&
                  (ptr_w[addr_size-2:0]) == (ptr_r_syn[addr_size-2:0])    );
      assign empty = (((ptr_w_syn == ptr_r))   );
endmodule
`timescale 1ns / 1ps
module reg_memory_file#(
parameter addr_size=4,
 word_width=8
)(
    input we_s, 
    input clk,
    input [addr_size-1:0] addr_r, 
    input [addr_size-1:0] addr_w, 
    input [word_width-1:0] data_w, 
   output [word_width-1:0] data_r  
   );
   reg [word_width-1:0] reg_mem [0: 2**addr_size -1];
   always@(posedge clk) 
   begin
   if(we_s)
   reg_mem[addr_w] <= data_w;
   end
    assign data_r = reg_mem[addr_r];
endmodule
```
**design/flow/run.sh**
```bash
#!/bin/bash
# OpenROAD 26Q1-2900-gdf79404cd8, Yosys 0.63+post, stock flow scripts
make -C /OpenROAD-flow-scripts/flow DESIGN_CONFIG=/design/flow/config.mk WORK_HOME=/design/flow/orfs finish
```
==> job_summary.md <==
## PnR job results

| Metric | Value |
|---|---|
| Die Area | 0.01200 mm² |
| Max-cap violations | 0 |
| Cell family with most CP delay | multiplexers |
| Total number of vias | 1,663 |
| CP max FO | 19 |
| Syn_area_per_cell | 20.53 µm² |
| Largest net degree at the start of global routing | 25 |
| Rel. slew slack | 0.6400 |
| Setup tns final | 0 ns |
| Hold buffers post-CTS | 0 |
| Die Wd | 109.5 µm |
| Post-synth ARST share | 0.2727 |
| YS warnings | 3 |
| Setup bufs post-CTS | 0 |
| Req. time, crit path | 3.20 ns |
| Min-delay worst type | reg2reg |
| Vias per cell | 4.698 |
| Maximum vdd drop | 0.2972 mV |
| Most frequent cells after synthesis | edfxtp_1, dfrtp_1, mux4_1 |
| Setup violations, final | 0 |
| PwrDens | roughly 900 mW/mm² |
| Worst Tran Pin Value | roughly 0.54 ns |
| Layout cells sized above 1 | 0.2103 |
| Initial antenna violation count | 0 |
| Vias in the first global route | roughly 1,700 |
| DRT Pass-1 Iters | 4 |
| Final Cell Area | approximately 0.0043 mm² |
| Most frequent cell after synthesis | edfxtp_1 |
| Ys cells | 169 |
| Largest register FFs | 64 |
| CTS Sinks | 88 |
| CTS tree | built |
| Cells after synthesis | 169 |
| Top-level I/O count | 23 |
| Slowest CP cell | mux4_1 |
| CP arrival | 2.53 ns |
| Aggregate global-route resource usage | 0.1112 |
| Placed inst area | 0.003904 mm² |
| GRT Residual Overflow | 0 |
| Leak pwr | approximately 1.6 nW |
| Flops after synth | 88 |
| CP bufs+invs | 2 |
| Clk_skew | 0.005529 ns |
| Status | complete, no violations |
| Top_reg_cell synth | edfxtp_1 |
| DR iter-0 viols | 109 |
| Cell area leaders | edfxtp_1, dfrtp_1, mux4_1 |
| Number of enable flip-flop cells | 64 |
| Core box area | around 0.011 mm² |
| Synth area leader | edfxtp_1 |
| Critical Path End Type | output port |
| Synth top area share | 0.5539 |
| Final antenna-violating net count | 0 |
| First-pass GRT wire length | 9094 µm |
| CP peak stage delay | 0.60 ns |
| Netlist cell types | 29 |
| Tool warnings | 26 |
| Final Slew Violations | 0 |
| Routed wire length | 5737 µm |
| Drt drc | 0 |
| I/O Buffers | 21 |
| Wire per inst | 16.21 µm |
| Kind of critical path | reg2out |
| Antenna cells | 0 |
| Fp util | 0.3145 |
| Post-Syn Area | between 0.003 and 0.004 mm² |
| Cell row count | 38 |
| Reg with most FFs | fifo_memory.reg_mem |
| RSZ-0062 raised after global routing | no |
| Endpoints failing hold | 0 |
| Clock-pin slew on the worst setup and hold paths | roughly 0.040 ns |
| Die span in y | 109.5 µm |
| Final HPWL DP | 3505 µm |
| Startpoint Class | flop |
| CP cell instances | ha_1, buf_4, mux4_1, mux2_2, clkdlybuf4s50_1 |
| Register area share after synthesis | 0.7270 |
| Gpl congestion | 0.7466 |
| Area delta synth->final | 23.51% |
| Chip Area, Yosys | ~0.0035 mm² |
| Post-cts resize count | 0 |
cell families after synthesis:
family | after synthesis | share of synthesized area
adder cells (fa/ha/maj) | 4 | 0.01443
AND/OR/NAND/NOR | 23 | 0.03390
buffers and inverters | 10 | 0.01947
XOR/XNOR | 15 | 0.04616
AND-OR/OR-AND | 4 | 0.008655
multiplexers | 25 | 0.1504
flip-flops | 88 | 0.7270
stage by stage:
| stage | std cells | hold WS [ns] | util | power (mW) | setup slack (ns) |
|---|---|---|---|---|---|
| after floorplan | 169 | 0.3312 | - | 2.369 | 1.470 |
| after global placement | 334 | 0.3315 | 0.3539 | 2.891 | 0.9163 |
| after detailed placement | 334 | 0.3347 | 0.3539 | 2.905 | 0.9106 |
| after CTS | 354 | 0.3494 | 0.3885 | 3.915 | 0.6369 |
| after global routing | 354 | 0.3519 | 0.3885 | 4.075 | 0.5625 |
| final | 354 | 0.3479 | 0.3885 | 3.838 | 0.6709 |
per-layer routing:
| layer | routed length [µm] | up-vias | GRT usage |
|---|---|---|---|
| met5 | 0 | - | 0 |
| met4 | 140 | 0 | 0.02476 |
| met3 | 546 | 11 | 0.06163 |
| met2 | 2668 | 58 | 0.1649 |
| met1 | 2381 | 835 | 0.1509 |
| li1 | - | 759 | - |
report_power, final:
part           internal, mW  total, mW  switching (mW)
Combinational         0.846       1.47           0.620
Clock                 0.633      0.983           0.350
Sequential             1.28       1.39           0.112
Total                  2.76       3.84            1.08
layout by cell type (no fill, tap or decap), types with 6 or more instances in the layout:
| cell | netlist | routed |
|---|---|---|
| mux4_1 | 16 | 16 |
| buf_4 | 1 | 12 |
| mux2_2 | 9 | 9 |
| edfxtp_1 | 64 | 64 |
| clkbuf_16 | 0 | 12 |
| dfrtp_1 | 24 | 24 |
| nand2_1 | 6 | 6 |
| xnor2_1 | 9 | 9 |
| clkdlybuf4s50_1 | 0 | 21 |
final timing paths:
kind | start | end | slack, ns | depth (start not counted)
setup / recovery | fifo_ctrl.read_ptr.Q_reg[0]$_DFFE_PN0P_ | data_out[6] | 0.67 | 5
hold / removal | fifo_ctrl.ptr_w_syn_1[0]$_DFF_PN0_ | fifo_ctrl.ptr_w_syn[0]$_DFF_PN0_ | 0.35 | 0
setup reg to reg | fifo_ctrl.write_ptr.Q_reg[2]$_DFFE_PN0P_ | fifo_memory.reg_mem[7][7]$_DFFE_PP_ | 1.50 | 6
hold reg to reg | fifo_ctrl.ptr_w_syn_1[0]$_DFF_PN0_ | fifo_ctrl.ptr_w_syn[0]$_DFF_PN0_ | 0.35 | 0
max in group clk1 | fifo_ctrl.write_ptr.Q_reg[2]$_DFFE_PN0P_ | fifo_memory.reg_mem[7][7]$_DFFE_PP_ | 1.50 | 6
max in group asynchronous | reset_n | fifo_ctrl.ptr_w_syn[1]$_DFF_PN0_ | 2.85 | 2
min in group clk1 | fifo_ctrl.ptr_r_syn_1[1]$_DFF_PN0_ | fifo_ctrl.ptr_r_syn[1]$_DFF_PN0_ | 0.35 | 0
min in group asynchronous | reset_n | fifo_ctrl.write_ptr.Q_reg[1]$_DFFE_PN0P_ | 0.82 | 2
final cells by class:
| type | instances | area [µm²] |
|---|---|---|
| clock buffer | 14 | 317.8 |
| clock inverter | 6 | 63.81 |
| fill | 1000 | 6745 |
| inverter | 2 | 7.507 |
| multi-input combinational | 71 | 898.4 |
| sequential | 88 | 2522 |
| tap | 140 | 175.2 |
| timing repair buffer | 33 | 300.3 |
Power and IR drop assume default switching activity.
